## /design/flow/run.sh

```bash
#!/bin/bash
# OpenROAD 26Q1-2900-gdf79404cd8, Yosys 0.63+post, stock flow scripts
make -C /OpenROAD-flow-scripts/flow DESIGN_CONFIG=/design/flow/config.mk WORK_HOME=/design/flow/orfs finish
```

## /design/flow/config.mk

```make
export PLATFORM = sky130hd
export DESIGN_NAME = round
export DESIGN_NICKNAME = round
export VERILOG_FILES = /design/flow/design.v
export SDC_FILE = /design/flow/constraint.sdc
export NUM_CORES = 4
export LEC_CHECK = 1
export CORE_AREA = 10 10 77 77
export DIE_AREA = 0 0 87 87
```

## /design/flow/constraint.sdc

```tcl
current_design round

set clk_period 4.5
set clk_io_pct 0.2

create_clock -name clk0 -period $clk_period

set non_clock_inputs [all_inputs -no_clocks]
set_input_delay [expr $clk_period * $clk_io_pct] -clock clk0 $non_clock_inputs
set_output_delay [expr $clk_period * $clk_io_pct] -clock clk0 [all_outputs]
```

## /design/flow/design.v

```verilog
module round (
    input  logic [26:0] Z_in,        
    input  logic        sign_Z,      
    input  logic [2:0]  r_mode,      
    output logic        carry_out,   
    output logic [22:0] Z_out        
);
    logic [24:0] Z_plus, Z_up, Z_down, Z_near_even, Z_near_max;
    logic [24:0] Z_round;
    assign Z_plus = Z_in[26:3] + 25'd1;
    assign Z_up   = sign_Z ? Z_in[26:3] : Z_plus;
    assign Z_down = sign_Z ? Z_plus     : Z_in[26:3];
    assign Z_near_even = !Z_in[2] ? Z_in[26:3] :
                         (|Z_in[1:0] ? Z_plus :
                          (Z_in[3] ? Z_plus : Z_in[26:3]));
    assign Z_near_max = !Z_in[2] ? Z_in[26:3] : Z_plus;
    always_comb begin
        case (r_mode)
            3'b000: Z_round = Z_near_even;    
            3'b001: Z_round = Z_in[26:3];     
            3'b010: Z_round = Z_down;         
            3'b011: Z_round = Z_up;           
            3'b100: Z_round = Z_near_max;     
            default: Z_round = Z_in[26:3];    
        endcase
    end
    assign carry_out = Z_round[24];
    assign Z_out = carry_out ? Z_round[23:1] : Z_round[22:0];
endmodule
```

==> Slide: Implementation Results <==
Implementation Results

Synthesis
  • Post-Syn Instances: 135
  • Mapped Area: between 900 and 1000 um2
  • Mapped Avg Cell Area: about 7 um2
  • Ys cells: between 100 and 150
  • Area leader, netlist: a2111oi_2
  • Synth Seq Share: 0%
  • Cell area leaders: a2111oi_2, nand2_1, xnor2_1, and3_1, o31ai_1
  • Post-synth area from yosys stat: about 940 um2
  • Top cell area share: 9.56%
  • Synth unique cells: about 43
  • Synth Warn #: 1

Flow run
  • Max Cap Violations: 0
  • Log Warnings: 32

Worst setup path
  • Worst Setup End Kind: output pin
  • CP startpoint kind: input pin
  • WS Path Type: input pin to output pin
  • Crit path max fanout: 11
  • CP required: 3600 ps
  • CP max-delay cell: clkdlybuf4s50_1
  • Cell mode on critical path: clkdlybuf4s50_1
  • Crit path arrival time: about 3300 ps
  • Cells along the critical path: clkdlybuf4s50_1 > xor2_2 > buf_4 > nand2_4 > a21o_1 > or4_4 > a21oi_2 > clkdlybuf4s50_1
  • Max incr delay on CP: about 540 ps

Place
  • GP Congestion: a little under 0.9
  • Buffers added on ports: 55
  • DP Wirelength: 3210 um

Die
  • Die Wd: 87 um
  • Rows: 24
  • Fp util: 21.6%
  • Die height: 87 um
  • Ports: 55
  • Die ar.: 7570 um2
  • Core area: about 4400 um2

Finish
  • Layout cell share with drive strength beyond 1: a little over an eighth
  • Clkbuf count: 0
  • Registers: 0
  • Register area: 0 um2
  • Area delta synth->final: 70.8%
  • Comb area: 915 um2
  • FILL cells: 425

Global routing
  • First-pass GRT wire length: between 6000 and 7000 um
  • Vias in the first global route: 1335
  • Initial antenna violation count: 0
  • Total congestion overflow: 0
  • Largest net degree at the start of global routing: 12
  • Total track usage: between 10% and 20%

Clocking
  • Post-CTS Hold Buffers: 0
  • Post-CTS setup buffer count: 0

Routing
  • Ant diodes: 0
  • Initial DRC count: 52
  • Drt first pass iters: 4
  • Drc violations: 0
  • Via Count: 1252
  • Avg WL per Cell: about 15 um
  • Drt total wl: 3800 um
  • Routed Antenna Nets: 0
  • Via/cell ratio: a little over 5

Final timing
  • Max Freq: 0.236 GHz
  • Fin. max-slew vios: 0
  • Setup TNS: 0 ps
  • Final period utilization: a little over nine tenths
  • Tmin final: approximately 4200 ps
  • Measured slew at the worst slew-check pin: 362 ps
  • RSZ-0062 raised after global routing: no
  • Hold_ws: 2790 ps
  • Final hold vios: 0
  • Slew margin rel.: 75.8%
  • Setup violations, final: 0

Power and ir drop
  • PwrDens: 69.9 nW/um2
  • Static Leak: between 0.5 and 0.6 nW
  • Maximum VDD drop: 0.0263 mV

Run status
  • Run status: complete, no violations

Worst hold path
  • Worst min path class: input pin to output pin
[cell usage after synthesis (2+ instances only)]
| cell type | number |
|---|---|
| inv_1 | 3 |
| clkbuf_1 | 2 |
| a2111oi_2 | 6 |
| nand4_1 | 6 |
| o21ai_0 | 3 |
| mux2i_1 | 2 |
| nand2_1 | 19 |
| o31ai_1 | 7 |
| nor2_1 | 8 |
| nor3_1 | 2 |
| a21boi_0 | 2 |
| and4_1 | 5 |
| xnor2_1 | 8 |
| and3_1 | 9 |
| buf_2 | 2 |
| and2_1 | 2 |
| or4_1 | 4 |
| or3_1 | 4 |
| nand3_1 | 10 |
| a21oi_1 | 8 |
[report_power, final]
group / leakage [nW] / switching [mW] / internal [mW] / total (mW)
Combinational: 0.535 / 0.0476 / 0.0649 / 0.112
Sequential: 0 / 0 / 0 / 0
Clock: 0 / 0 / 0 / 0
Total: 0.535 / 0.0476 / 0.0649 / 0.112
[cells by family after synthesis]
group | synth area share, %
muxes | 3.32
adders and majority gates | 1.33
xor gates and xnor gates | 10.1
and+or+nand+nor | 44.2
AOI/OAI and AO/OA | 36.8
buffers and inverters | 4.25
[repair_timing]
| item | 4_1_cts | 5_1_grt |
|---|---|---|
| endpoints found under the hold margin | 0 | 0 |
| endpoints found under the setup margin | 0 | 2 |
| resized | 0 | 1 |
[routing by layer]
metal | GRT usage [%] | vias to the layer above | share of wire, %
met5 | 0 | - | 0
met4 | 0.147 | 0 | 0
met3 | 2.64 | 0 | 9.0
met2 | 17.6 | 34 | 47
met1 | 12.7 | 562 | 44
li1 | - | 656 | -
[cell type report]
class                           instances  share of cell area (%)
Multi-Input combinational cell        127                    56.8
Timing Repair Buffer                   64                    38.4
Inverter                                3                   0.700
Tap cell                               52                    4.04
[per-stage QoR]
step                      setup WS (ps)  power, mW  instances  cell area (um2)  utilization (%)
final                               256      0.112        246             1610             37.0
after detailed placement            174      0.113        246             1600             36.7
after global routing               70.8      0.124        246             1610             37.0
after CTS                           179      0.113        246             1600             36.7
after floorplan                    1360     0.0401        135              942                -
after global placement              240      0.113        246             1600             36.7
[critical path, delay by kind of cell]
| kind | cells | cell delay [ps] |
|---|---|---|
| AND-OR/OR-AND | 2 | 460 |
| XOR/XNOR | 1 | 180 |
| AND/OR/NAND/NOR | 2 | 630 |
| buffers and inverters | 3 | 1170 |
[cells in the final DEF, fill, tap and decap left out, types with 5 or more instances in the layout]
master           synthesis  final
a21oi_1                  8      8
clkdlybuf4s50_1          0     55
and3_1                   9      9
nand4_1                  6      6
a2111oi_2                6      5
nor2_1                   8      8
nand2_1                 19     19
and4_1                   5      5
nand3_1                 10     10
xnor2_1                  8      8
o31ai_1                  7      7
buf_4                    0      9
[final timing paths]
| kind | from | endpoint | slack (ps) | cells past startpoint |
|---|---|---|---|---|
| worst min-delay path | Z_in[16] | Z_out[13] | 2790 | 4 |
| worst max-delay path | r_mode[0] | Z_out[7] | 260 | 8 |
Power and IR drop assume default switching activity.

==> design/flow/design.v <==
module align_exponents (
    input  logic [23:0] mantissa_a,          
    input  logic [23:0] mantissa_b,          
    input  logic [7:0]  exponent_a,          
    input  logic [7:0]  exponent_b,          
    input  logic        is_subnormal_a,      
    input  logic        is_subnormal_b,      
    output logic [23:0] mantissa_a_aligned,  
    output logic [23:0] mantissa_b_aligned,  
    output logic [7:0]  exponent_common      
);
    logic [7:0] exp_diff;
    always_comb begin
        if (is_subnormal_a && is_subnormal_b) begin
            exponent_common    = 8'd1;
            mantissa_a_aligned = mantissa_a << 1;   
            mantissa_b_aligned = mantissa_b << 1;
        end else if (is_subnormal_a) begin
            exp_diff           = exponent_b - 1;
            exponent_common    = exponent_b;
            mantissa_a_aligned = (exp_diff > 23) ? 24'd0 : (mantissa_a << 1) >> exp_diff;
            mantissa_b_aligned = mantissa_b;
        end else if (is_subnormal_b) begin
            exp_diff           = exponent_a - 1;
            exponent_common    = exponent_a;
            mantissa_a_aligned = mantissa_a;
            mantissa_b_aligned = (exp_diff > 23) ? 24'd0 : (mantissa_b << 1) >> exp_diff;
        end else if (exponent_a > exponent_b) begin
            exp_diff           = exponent_a - exponent_b;
            exponent_common    = exponent_a;
            mantissa_a_aligned = mantissa_a;
            mantissa_b_aligned = (exp_diff > 23) ? 24'd0 : mantissa_b >> exp_diff;
        end else begin
            exp_diff           = exponent_b - exponent_a;
            exponent_common    = exponent_b;
            mantissa_a_aligned = (exp_diff > 23) ? 24'd0 : mantissa_a >> exp_diff;
            mantissa_b_aligned = mantissa_b;
        end
    end
endmodule
==> design/flow/run.sh <==
#!/bin/bash
# OpenROAD 26Q1-2900-gdf79404cd8, Yosys 0.63+post, stock flow scripts
make -C /OpenROAD-flow-scripts/flow DESIGN_CONFIG=/design/flow/config.mk WORK_HOME=/design/flow/orfs finish
==> design/flow/config.mk <==
export PLATFORM = sky130hd
export DESIGN_NAME = align_exponents
export DESIGN_NICKNAME = align_exponents
export VERILOG_FILES = /design/flow/design.v
export SDC_FILE = /design/flow/constraint.sdc
export NUM_CORES = 4
export LEC_CHECK = 1
export CORE_UTILIZATION = 40
export SYNTH_HDL_FRONTEND = slang
==> design/flow/constraint.sdc <==
current_design align_exponents

set clk_period 17.9
set clk_io_pct 0.2

create_clock -name clk0 -period $clk_period

set non_clock_inputs [all_inputs -no_clocks]
set_input_delay [expr $clk_period * $clk_io_pct] -clock clk0 $non_clock_inputs
set_output_delay [expr $clk_period * $clk_io_pct] -clock clk0 [all_outputs]
==> run summary <==
status - complete, no violations
Worst Hold Class - in2out
setup TNS - 0 ns
Layout Utilization - 52.1%
Tcrit/Tclk final - 68.8%
GR Layer Usage met3 - 7.92%
# Cells Yosys - 711
Mapped Area - 4750 um^2
DR iter-0 viols - 804
Setup CP Type - in2out
WL/cell - 23.4 um
Peak Freq - 0.0811 GHz
fp util - 41.4%
Die Height - 111 um
die area - 12,300 um^2
maximum vdd drop - 0.0274 mV
antenna violations before repair - 0
share of cells above drive strength 1 - 8.46%
Final Max Slew Viols - 0
WP buf/inv - 4
crit-path max FO - 20
# port buffers - 122
tool warning count - 43
Power Density - 44.0 nW/um^2
Slew HR - 41.0%
Tmin final - 12.32 ns
Worst path max stage delay - 0.69 ns
Place WS - 5.72 ns
GPL Wtd Cong - 1.12
antenna fix cells - 0
Leakage - 2.42 nW
RSZ-0062 raised after global routing - false
Via density - 6.59
first-pass GRT wire length - 32.8 mm
post-CTS sizing - 0
CP endpoint kind - primary output
total wire length - 21.9 mm
# setup viols final - 0
# clk buffers - 0
final hold violations - 0
largest net degree at the start of global routing - 47
GRT met1 Usage - 52.0%
setup ws final - 5.58 ns
Antenna Nets Post-Route - 0
crit path cell chain - clkdlybuf4s50_1 > ha_1 > inv_1 > fa_1 > a211oi_2 > nor4_4 > o21a_4 > nor2_2 > buf_4 > a21o_1 > mux2i_1 > mux2i_2 > mux2i_1 > a221oi_1 > nor2_1 > clkdlybuf4s50_1
Total Power - 0.000263 W
row count - 39
Post-synth seq share - 0%
DP Wirelength - 16.9 mm
vias in the first global route - 5,558
die x size - 111 um
Unique cell types - 77
Syn-to-layout area delta - 26.0%
Post-route DRC - 0
yosys synthesis chip area - 4750 um^2
Setup Buffers After CTS - 0
total I/O pin count - 122
met2 Use GR - 49.1%
Pre-antenna DRT Iters - 8
Core Area - 11,500 um^2
gr busiest metal - met1
Hold Buf Count CTS - 0
Slew @ Worst Pin - 0.880 ns
register area - 0 um^2
CP delay by family, top - AND-OR/OR-AND gates
Flops - 0
GR Overflow Total - 0
yosys warns - 0
Setup crit start kind - input port
CP max-delay cell - a21o_1
via count - 6,158
synthesized instance count - 711
Req. time, crit path - 14.32 ns
gr usage total - 34.4%
CP Data Arrival Time - 8.74 ns
Max-cap violations - 0
Synth Area per Inst - 6.67 um^2
-- layer usage --
layer / vias to the layer above / wire length [um]
li1: 2855 / -
met1: 2846 / 9730
met2: 401 / 8990
met3: 56 / 2490
met4: 0 / 675
met5: - / 0
-- synth_stat cells, drive strengths merged, types with 7 or more instances --
cell type,number,area share [%]
a21oi,57,6.6
mux2,26,6.3
o31ai,9,1.4
or3,8,1.1
nand2b,7,0.92
mux2i,73,16
clkbuf,20,1.6
a21o,13,2.1
buf,35,4.5
nand3,15,1.6
a22o,8,1.5
inv,33,2.6
nand2,76,6.1
a22oi,35,5.5
a211oi,12,2.1
ha,19,5.0
a31oi,7,0.92
nor3,15,1.7
o21ai,72,7.8
nor2,65,5.2
-- cell usage in the layout, fill, tap and decap left out, types with 13 or more instances in the layout --
| cell | Yosys | routed |
|---|---|---|
| a21oi_1 | 54 | 54 |
| nor2_1 | 63 | 62 |
| mux2_2 | 24 | 24 |
| nor3_1 | 14 | 14 |
| a21o_1 | 13 | 13 |
| mux2i_1 | 70 | 70 |
| a22oi_1 | 35 | 35 |
| ha_1 | 19 | 19 |
| inv_1 | 31 | 31 |
| nand3_1 | 15 | 15 |
| clkdlybuf4s50_1 | 0 | 121 |
| nand2_1 | 74 | 74 |
| o21ai_0 | 61 | 61 |
| buf_4 | 3 | 14 |
-- power breakdown --
part / switching [W] / internal [W]
Clock: 0 / 0
Sequential: 0 / 0
Combinational: 0.000154 / 0.000109
Total: 0.000154 / 0.000109
-- cell families after synthesis --
logic type	after synthesis	synth area share, %
compound gates	273	39.0
mux	100	22.8
xor+xnor	8	1.48
fa+ha+maj	21	5.85
simple gates	221	22.1
buf+inv	88	8.67
-- stage by stage --
step           hold slack, ns  cell area, um^2  instances
2_1_floorplan            7.21             4750        711
3_3_place_gp             8.18             5980        935
3_5_place_dp             8.18             5980        935
4_1_cts                  8.18             5980        935
5_1_grt                  8.21             5980        935
6_report                 8.18             5980        935
-- path summary, 6_finish.rpt --
kind / depth (start not counted) / endpoint / start
setup / recovery: 16 / mantissa_b_aligned[8] / exponent_b[0]
hold / removal: 4 / mantissa_b_aligned[12] / mantissa_b[11]
-- final cells by class --
class | count | area [um^2]
multi-input cells | 623 | 4350
repair buffers | 136 | 1320
well taps | 143 | 179
fillers | 1110 | 5490
inverters | 33 | 124
Power and IR drop assume default switching activity.

[design/flow/design.v]
module fp_feq (
    input  logic [31:0] fp_a,  
    input  logic [31:0] fp_b,  
    output logic        eq     
);
    logic sign_a, is_special_a, is_subnormal_a, is_zero_a;
    logic [7:0]  exponent_a;
    logic [23:0] mantissa_a;
    logic sign_b, is_special_b, is_subnormal_b, is_zero_b;
    logic [7:0]  exponent_b;
    logic [23:0] mantissa_b;
    fp_unpack unpack_a (
        .fp_in       (fp_a),
        .sign        (sign_a),
        .exponent    (exponent_a),
        .mantissa    (mantissa_a),
        .is_special  (is_special_a),
        .is_subnormal(is_subnormal_a),
        .is_zero     (is_zero_a)
    );
    fp_unpack unpack_b (
        .fp_in       (fp_b),
        .sign        (sign_b),
        .exponent    (exponent_b),
        .mantissa    (mantissa_b),
        .is_special  (is_special_b),
        .is_subnormal(is_subnormal_b),
        .is_zero     (is_zero_b)
    );
    logic is_inf_a, is_inf_b;
    assign is_inf_a = (exponent_a == 8'hFF) && (mantissa_a == 24'b0);  
    assign is_inf_b = (exponent_b == 8'hFF) && (mantissa_b == 24'b0);  
    always_comb begin
        if ((is_special_a && !is_inf_a) || (is_special_b && !is_inf_b)) begin
            eq = 1'b0;
        end 
        else if (is_inf_a && is_inf_b) begin
            eq = (sign_a == sign_b);
        end
        else if (is_zero_a && is_zero_b) begin
            eq = 1'b1;
        end 
        else begin
            eq = (sign_a == sign_b) &&
                 (exponent_a == exponent_b) &&
                 (mantissa_a == mantissa_b);
        end
    end
endmodule
module fp_fle (
    input  logic [31:0] fp_a,  
    input  logic [31:0] fp_b,  
    output logic        le     
);
    logic eq, lt;
    fp_feq cmp_eq (
        .fp_a(fp_a),
        .fp_b(fp_b),
        .eq  (eq)
    );
    fp_flt cmp_lt (
        .fp_a(fp_a),
        .fp_b(fp_b),
        .lt  (lt)
    );
    assign le = lt | eq;
endmodule
module fp_flt (
    input  logic [31:0] fp_a,  
    input  logic [31:0] fp_b,  
    output logic        lt     
);
    logic sign_a, is_special_a, is_subnormal_a, is_zero_a;
    logic [7:0]  exponent_a;
    logic [23:0] mantissa_a;
    logic sign_b, is_special_b, is_subnormal_b, is_zero_b;
    logic [7:0]  exponent_b;
    logic [23:0] mantissa_b;
    fp_unpack unpack_a (
        .fp_in       (fp_a),
        .sign        (sign_a),
        .exponent    (exponent_a),
        .mantissa    (mantissa_a),
        .is_special  (is_special_a),
        .is_subnormal(is_subnormal_a),
        .is_zero     (is_zero_a)
    );
    fp_unpack unpack_b (
        .fp_in       (fp_b),
        .sign        (sign_b),
        .exponent    (exponent_b),
        .mantissa    (mantissa_b),
        .is_special  (is_special_b),
        .is_subnormal(is_subnormal_b),
        .is_zero     (is_zero_b)
    );
    logic  is_inf_a, is_inf_b;
    assign is_inf_a = (exponent_a == 8'hFF) && (mantissa_a == 24'b0);
    assign is_inf_b = (exponent_b == 8'hFF) && (mantissa_b == 24'b0);
    always_comb begin
        if ((is_special_a && !is_inf_a) || (is_special_b && !is_inf_b)) begin
            lt = 1'b0;
        end 
        else if (is_zero_a && is_zero_b) begin
            lt = 1'b0;
        end
        else if (is_inf_a && is_inf_b) begin
            lt = 1'b0;
        end 
        else if (is_inf_a && !sign_a) begin
            lt = 1'b0;
        end 
        else if (is_inf_a && sign_a) begin
            lt = 1'b1;
        end 
        else if (is_inf_b && !sign_b) begin
            lt = 1'b1;
        end
        else if (sign_a != sign_b) begin
            lt = sign_a;
        end 
        else if (sign_a == 1'b0) begin
            if (exponent_a < exponent_b)
                lt = 1'b1;
            else if (exponent_a > exponent_b)
                lt = 1'b0;
            else
                lt = (mantissa_a < mantissa_b);  
        end 
        else begin
            if (exponent_a > exponent_b)
                lt = 1'b1;
            else if (exponent_a < exponent_b)
                lt = 1'b0;
            else
                lt = (mantissa_a > mantissa_b);  
        end
    end
endmodule
module fp_unpack (
    input  logic [31:0] fp_in,
    output logic        sign,
    output logic [7:0]  exponent,
    output logic [23:0] mantissa,
    output logic        is_special,
    output logic        is_subnormal,
    output logic        is_zero
);
    always_comb begin
        sign         = fp_in[31];
        exponent     = fp_in[30:23];
        is_special   = (exponent == 8'hFF);
        is_subnormal = (exponent == 8'h00) && (fp_in[22:0] != 23'b0);
        is_zero      = (fp_in[30:0] == 31'b0);
        if (is_special) begin
            mantissa = {1'b0, fp_in[22:0]};
        end else if (is_subnormal) begin
            mantissa = {1'b0, fp_in[22:0]};
            exponent = 8'd0;   
        end else begin
            mantissa = {1'b1, fp_in[22:0]}; 
        end
    end
endmodule
[design/flow/run.sh]
#!/bin/bash
# OpenROAD 26Q1-2900-gdf79404cd8, Yosys 0.63+post, stock flow scripts
make -C /OpenROAD-flow-scripts/flow DESIGN_CONFIG=/design/flow/config.mk WORK_HOME=/design/flow/orfs finish
[design/flow/config.mk]
export PLATFORM = sky130hd
export DESIGN_NAME = fp_fle
export DESIGN_NICKNAME = fp_fle
export VERILOG_FILES = /design/flow/design.v
export SDC_FILE = /design/flow/constraint.sdc
export NUM_CORES = 4
export LEC_CHECK = 1
export CORE_AREA = 10 10 99 99
export DIE_AREA = 0 0 109 109
[design/flow/constraint.sdc]
current_design fp_fle

set clk_period 4.3
set clk_io_pct 0.2

create_clock -name clk0 -period $clk_period

set non_clock_inputs [all_inputs -no_clocks]
set_input_delay [expr $clk_period * $clk_io_pct] -clock clk0 $non_clock_inputs
set_output_delay [expr $clk_period * $clk_io_pct] -clock clk0 [all_outputs]
==> results.cfg <==
; implementation run metrics
[final_timing]
relSlewSlack = 0.7929
final.setup.tns_ns = 0
finalCritPeriodShare = 0.9740
slew_viol_final = 0
finalCriticalPeriod_ns = 4.188
finalHoldViolations = 0
rsz0062_at_grt = yes
tightestPinTransition_ns = 0.3081
setup_viol = 0
hold_slack_ns = 2.415
max_clock_freq_mhz = 238.8

[cells_and_area]
layout_top_cells = buf_4, inv_1, ha_1
numSequentialCells = 0
n_clock_buffer = 0
flop_area_um2 = 0
finalNonFillerCells = 379
layout-drive-gt1-share = 0.3587
area_growth_pct = 113.0
mostFrequentLayoutCell = buf_4

[pwr]
power.internal_uw = 101.9
clockPowerShare = 0
p_comb_frac = 1.000
ir_drop_mv = 0.03562
p_sw_frac = 0.4168
p_seq_frac = 0
total_leakage_power_uw = 0.001315
power_density_nw_per_um2 = 74.24
switching_power_uw = 72.83

[setup_path]
required_ns = 3.44
crit_type = primary input to primary output
worstPathMaxFanout = 2
crit_path_start_kind = primary input
endpoint_kind = primary output
crit_arrival_ns = 3.33

[logic_synthesis]
syn_avg_cell_area_um2 = 6.537
netlist_instances = 169
ys_seq_share = 0
netlist_area_um2 = 1105
ys_types = 30
yosysWarnings = 3
yosys_area_um2 = 1105
ys_cells = 169

[floorplanning]
die_w_um = 109
core_area_um2 = 7727
die-area_um2 = 11880
placement_rows = 32
boundaryPins = 65
fp.dieH_um = 109
initCoreUtil = 0.1430

[run]
tool_warnings = 33
maxCapViolations = 0

[place]
portBuffers = 65
gp_congestion = 0.8235
placed_cells = 375
post-dp-hpwl_um = 4064

[routing]
wl_per_cell_um = 11.38
vias_per_cell = 4.047
vias = 1534
drt-initial-drc-count = 27
wirelength_um = 4312
drt-pass1-iter-count = 4
final_antenna_net_count = 0
drc = 0

[global_route]
grt_pass1_vias = 1651
grt_max_degree = 4
overflow = 0
grt.total_usage = 0.07376
grt_pass1_wl_um = 7389
antenna_found_initial = 1

[run_status]
status = completed

[hold_path]
min_path_type = primary input to primary output
holdPathStages = 8
worstHoldStart = fp_a[23]
hold_end = le

[clocking]
ctsHoldBuffers = 0
## power groups by stage
stage                 Clock, uW  Sequential [uW]  Combinational (uW)
after CTS                     0                0                 172
after global routing  0.0000311                0                 199
final                 0.0000311                0                 175
## worst max-delay path, cell delays in order
cell	delay (ns)
buf_6	0.10
nor4_4	0.27
nand4_1	0.17
nor2_2	0.18
o22ai_2	0.09
ha_1	0.29
and4_1	0.20
nand4_1	0.14
or4b_4	0.60
o221ai_2	0.21
o2bb2ai_2	0.11
buf_2	0.11
## cell families (layout without fill, tap and decap cells)
family,Yosys count,after routing,synth area share
simple gates,64,64,0.3103
buf+inv,40,147,0.1359
fa+ha+maj,32,32,0.3624
other cells,0,1,0
compound gates,32,32,0.1835
xor+xnor,1,1,0.007929
## how the worst max path moves through the flow
stage             from  to  slack [ns]  cells past startpoint
CTS           fp_b[17]  le        0.03                     13
global route  fp_b[22]  le       -0.07                     12
finish        fp_b[18]  le        0.11                     12
## per-layer routing
layer	share of wire	up-vias	global-route usage
met5	0	-	0
met4	0	0	0
met3	0.074	0	0.01971
met2	0.46	35	0.1243
met1	0.46	667	0.09802
li1	-	832	-
## cell usage after synthesis, drive strengths merged
cell,count,area share
a21o,2,0.014
o211ai,2,0.014
o2bb2ai,1,0.0079
nand2,15,0.051
nand2b,1,0.0057
nor3,2,0.0091
a211oi,1,0.0068
inv,32,0.11
or2,1,0.0057
xnor2,1,0.0079
nor4,15,0.091
clkbuf,8,0.027
and2,1,0.0057
a21oi,14,0.063
or4b,1,0.0091
o21ai,5,0.023
o221ai,1,0.0079
nand3,4,0.018
ha,32,0.36
nor2,11,0.040
nand4,11,0.062
a221o,3,0.027
a31oi,1,0.0057
and4,1,0.0079
o211a,1,0.0091
nor2b,1,0.0057
o22ai,1,0.0057
## final cells by class
type,instances,area [um^2]
Tap cell,102,127.6
Timing Repair Buffer,115,989.7
Inverter,32,120.1
Multi-Input combinational cell,129,1114
Fill cell,803,5374
Antenna cell,1,2.502
## what timing repair did
item	CTS	global route
gates cloned	0	0
setup endpoints to repair	1	1
endpoints found under the hold margin	0	0
buffers inserted	2	2
gates resized	54	104
pin swaps	27	31
## metrics by stage
stage          instance area (um^2)    util  setup WS, ns  total power (uW)
5_1_grt                        2354  0.3046      -0.06751             198.7
2_1_floorplan                  1105       -        0.5126             62.48
4_1_cts                        2241  0.2900       0.02825             171.8
3_5_place_dp                   2206  0.2855       -0.7756             179.1
6_report                       2354  0.3046        0.1119             174.7
3_3_place_gp                   2206  0.2855       -0.7124             178.7
No activity file was given, so power comes from the tool's default toggle rates.
